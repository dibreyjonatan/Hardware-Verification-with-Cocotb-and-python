## /design/flow/config.mk

```make
export PLATFORM = sky130hd
export DESIGN_NAME = shift_8x64_taps
export DESIGN_NICKNAME = shift_8x64_taps
export VERILOG_FILES = /design/flow/design.v
export SDC_FILE = /design/flow/constraint.sdc
export NUM_CORES = 4
export LEC_CHECK = 1
export CORE_UTILIZATION = 50
```

## /design/flow/constraint.sdc

```tcl
current_design shift_8x64_taps

set clk_period 1.0
set clk_io_pct 0.2

create_clock -name clk0 -period $clk_period [get_ports {clk}]

set non_clock_inputs [all_inputs -no_clocks]
set_input_delay [expr $clk_period * $clk_io_pct] -clock clk0 $non_clock_inputs
set_output_delay [expr $clk_period * $clk_io_pct] -clock clk0 [all_outputs]
```

## /design/flow/design.v

```verilog
module shift_8x64_taps (
    clk,
    sr_in,
    sr_out,
    shift,
    sr_tap_one,
    sr_tap_two,
    sr_tap_three
);
input clk,shift ;
input[7:0] sr_in ;
output[7:0] sr_out,sr_tap_one,sr_tap_two,sr_tap_three ;
reg[7:0] sr[63:0] ;
integer n ;
always @(posedge clk)
 begin
    if(shift==1'b1)
    begin
        for(n=63;n>0;n=n-1)
        begin
        sr[n]<=sr[n-1] ;
        end
        sr[0]<=sr_in ;
    end
 end
 assign sr_out=sr[63];
 assign sr_tap_one=sr[15];
 assign sr_tap_two=sr[31];
 assign sr_tap_three=sr[47];
endmodule 
```

## /design/flow/run.sh

```bash
#!/bin/bash
# OpenROAD 26Q1-2900-gdf79404cd8, Yosys 0.63+post, stock flow scripts
make -C /OpenROAD-flow-scripts/flow DESIGN_CONFIG=/design/flow/config.mk WORK_HOME=/design/flow/orfs finish
```

==> summary.txt <==
first-pass GRT wire length - 26500 um
root buffer cell - clkbuf_16
Leak Pwr - 0.00628 uW
CP Capture Type - output pin
Slew Limit Fails - 0
post-synthesis cell count - 512
Clock Skew - 0.0130 ns
detailed placer's ending HPWL - 7650 um
status - finished with violations
Distinct cells, synth - 1
worst-margin pin slew - 0.303 ns
setup ws final - -0.287 ns
Synth warnings - 2
ys cells - 512
r2r endpoint - sr[48][4]$_DFFE_PP_
final std cells w/o fill - 1096
tool warning count - 27
combinational gate count - 0
clk ins delay skew pair - 0.53 ns
post-synthesis cell area - 0.0154 sq mm
Critical Path Max Stage Delay - 0.42 ns
io pins - 42
most frequent cells in the layout - edfxtp_1, buf_4, clkbuf_16
hold path start - shift
placed instance count - 997
WHS Path Cells - 2
Num CTS Buffers - 48
Seq/Total Area, Yosys - 100%
setup TNS - -7.11 ns
final tally of setup violations - 32
Die Wd - 177 um
Critical Path Start Type - flip-flop
Die Height - 177 um
fill count - 1999
number of global-route vias before repair - 5433
reg2reg setup slack - 0.11 ns
clock slew at reported path FFs - 0.06 ns
largest registers - sr x512
CP top delay family - flip-flops
initial drt markers - 304
via count of the routed design - 5241
most numerous logic cell after layout - edfxtp_1
Largest register FFs - 512
Hold Vio Cnt, Final - 0
worst path buffer plus inverter count - 1
CTS max path bufs - 3
Worst VDD drop - 1480 uV
floorplan core density - 51.3%
pin count of the biggest net entering global routing - 60
Crit path required time - 0.80 ns
overall routing resource usage - 12.3%
slowest CP cell - edfxtp_1
dpl cell area - 0.0169 sq mm
CTS tree - done
Combinational Area - 0 sq um
site row count - 63
ys flops - 512
Die Size - 0.0315 sq mm
PortBufs - 41
Hold WC Path Type - input port to flip-flop
critical-path cell list - buf_2
Endpoint, Worst Hold - sr[16][5]$_DFFE_PP_
Largest Register - sr
post-detailed-route count of antenna-violating nets - 0
maximum clock frequency - 777 MHz
Clock Sinks - 512
DRT Pass-1 Iters - 4
final instance area - 0.0183 sq mm
via/cell ratio - 4.78
PwrDens - 2340 mW/mm^2
Tmin final - 1.29 ns
CORE AREA - 0.0300 sq mm
worst reg2reg path depth - 2
Avg Cell Area, Syn - 30.0 sq um
H-Tree Depth - 2
Antenna Cells - 0
Yosys chip area - 0.0154 sq mm
failing checks - setup timing
WL/cell - 14.6 um
antenna violations before repair - 0
WS Path Type - flip-flop to output pin
RSZ-0062 raised after global routing - true
period utilisation layout - 129%
Synth-to-Final Area Change - 18.8%
fraction of layout cells with a size suffix above 1 - 22.7%
Worst Path Max Fanout - 2
Slew headroom - 79.8%
worst path arrival time - 1.09 ns
r2r startpoint - sr[47][4]$_DFFE_PP_
Max Cap Viol - 0
total power - 42700 uW
final wirelength - 16000 um
final RePlAce weighted congestion - 0.731
total grt overflow - 0
Post-route DRC - 0
routing by layer:
metal | track usage (%) | up-vias | share of wire, %
li1 | - | 2426 | -
met1 | 25.4 | 2578 | 46
met2 | 13.6 | 200 | 39
met3 | 7.61 | 37 | 12
met4 | 2.81 | 0 | 2.8
met5 | 0 | - | 0
kinds of logic (layout without fill, tap and decap cells):
kind of cell / count (synthesis) / in the layout / synth area share, %
flops: 512 / 512 / 100
buf+inv: 0 / 194 / 0
timing repair:
action,4_1_cts,5_1_grt
resized,96,0
hold buffers,0,0
buffers inserted,15,0
setup endpoints to repair,32,32
Yosys cell counts (all sizes together):
cell type  number  area (sq um)
edfxtp        512         15400
worst max-delay path by stage:
| stage | to | cells past startpoint | start | slack, ns |
|---|---|---|---|---|
| 5_1_grt | sr_tap_one[5] | 1 | sr[15][5]$_DFFE_PP_ | -0.34 |
| 6_report | sr_tap_one[5] | 1 | sr[15][5]$_DFFE_PP_ | -0.29 |
| 4_1_cts | sr_tap_one[5] | 1 | sr[15][5]$_DFFE_PP_ | -0.31 |
worst reg2reg max path, delay by kind of cell (launching register included):
kind | cells | cell delay, ns
buffers and inverters | 2 | 0.27
DFF | 1 | 0.38
metrics by stage:
stage / util [%] / setup slack, ns / hold WS, ns
after global routing: 61.0 / -0.340 / 0.0922
after global placement: 56.3 / -0.0474 / 0.401
final: 61.0 / -0.287 / 0.108
after floorplan: - / 0.411 / 0.299
after detailed placement: 56.3 / -0.0555 / 0.405
after CTS: 61.0 / -0.311 / 0.0914
where the power goes:
group	internal [uW]	switching [uW]
clock	9710	6910
combinational	326	436
sequential	25000	308
total	35000	7650
layout make-up:
class                   instances  area (sq um)  share of cell area, %
clock buffers                  63          1280                   7.00
clock inverters                21           165                  0.904
flip-flops and latches        512         15400                   84.2
well taps                     390           488                   2.67
repair buffers                110           961                   5.26
Power figures rest on the tool's default switching activity, not on a simulated workload.
