--- ./run.sh ---
#!/bin/bash
# OpenROAD 26Q1-2900-gdf79404cd8, Yosys 0.63+post, stock flow scripts
make -C /OpenROAD-flow-scripts/flow DESIGN_CONFIG=/design/flow/config.mk WORK_HOME=/design/flow/orfs finish
--- ./constraint.sdc ---
current_design single_port_ram

set clk_period 10.0
set clk_io_pct 0.2

create_clock -name clk0 -period $clk_period [get_ports {clk}]

set non_clock_inputs [all_inputs -no_clocks]
set_input_delay [expr $clk_period * $clk_io_pct] -clock clk0 $non_clock_inputs
set_output_delay [expr $clk_period * $clk_io_pct] -clock clk0 [all_outputs]
--- ./config.mk ---
export PLATFORM = sky130hd
export DESIGN_NAME = single_port_ram
export DESIGN_NICKNAME = single_port_ram
export VERILOG_FILES = /design/flow/design.v
export SDC_FILE = /design/flow/constraint.sdc
export NUM_CORES = 4
export LEC_CHECK = 1
export CORE_UTILIZATION = 30
--- ./design.v ---
module single_port_ram (
 input[7:0] data,
 input [5:0] addr,
 input we, clk,
 output reg[7:0] q );
 reg[7:0] ram[63:0] ;
 reg[5:0] addr_reg;
 always @(posedge clk)
 begin
 if(we)
    ram[addr]<=data ;
  addr_reg<=addr ;   
end
assign q=ram[addr_reg] ;
endmodule     
==> flow_results.org <==
#+TITLE: Synthesis and PnR summary

** CTS
- Total CTS buffers :: 49
- Post-CTS resize count :: 0
- For this design, the CTS-stage hold fixing added 0 buffers.
- Clock tree from TritonCTS :: yes
- Clock Tree Root :: clkbuf_16
- The H-tree was split into 2 levels.
- Clk slew on worst S/H paths :: 60 ps
- CTS saw 518 sinks.
- Post-CTS setup buffer count :: 0
- Bufs on Longest Clock Path :: 3

** GRT
- The global routing report lists combined usage of all routing layers as 0.1378.
- Leftover overflow at the end of global routing :: 0
- Number of global-route vias before repair :: 10309
- Pin count of the biggest net entering global routing :: 79
- The number of antenna violations at the first check in global routing came to 8.
- The first global-routing pass estimated 64.81 mm of wire.

** Final timing
- For this run, the top clock speed supported by timing is approximately 170 MHz.
- The transition time recorded at the tightest slew-check pin is 942.4 ps.
- After layout, the minimum clock period comes to 5967 ps.
- Final count of negative-setup-slack endpoints :: 0
- Final Hold Violating Endpoints :: 0
- Setup repair after global routing left no endpoint under its margin.
- Part of the cycle the worst path needs :: 0.5967
- Per the slew report, the remaining headroom to the max-slew limit stands at 0.3694.
- Summed over all failing endpoints, the final setup total negative slack is 0 ps.
- In the final report, the number of pins over their slew limit comes to 0.

** Drt
- Number of remaining DRC errors :: 0
- Detailed-route vias per instance :: around 4.9
- Via count of the routed design :: 9386
- Number of nets still failing antenna checks after routing :: 0
- After detailed routing, the average wire length per cell comes to 22.61 um.
- 1st-pass router iterations :: 24
- Wire length reported by the detailed router :: 43.03 mm
- For this block, the initial DRC count from the detailed router was 690.

** Critical path
- Longest individual stage delay on the worst path :: 700 ps
- The cell family contributing the most delay on the critical path is buffers and inverters.
- Worst-path maximum fanout :: 35
- The worst setup path is captured at a primary output.
- Buffers & Inverters on Critical Path :: 2
- STA classifies the critical path startpoint as a register.
- Worst EP required :: 8000 ps
- Crit path arrival time :: 3970 ps
- List of cells traversed by the critical path :: buf_4, mux4_2, mux2_2, o221a_2, nor3_1, o32ai_1, clkdlybuf4s50_1
- The critical path is of the register to primary output type.
- Slowest stage cell, crit path :: dfxtp_4

** Logic synthesis
- The area fraction of the largest cell type after synthesis is 0.7639.
- Mux area share :: 0.1597
- Main logic family after synthesis :: multiplexers
- In this run, distinct cell masters in the synthesized netlist total 40.
- Sorting the Yosys area breakdown by cell type puts at the top edfxtp_1.
- In this run the cell area of the synthesized design comes to about 20000 um^2.
- Each instance of the synthesized netlist takes up on average 21.46 um^2.
- In this run, the synthesized area fraction spent on adder and majority cells is recorded as 0.
- Fraction of the yosys area taken by sequential cells :: 0.7699
- Synth Register Bits :: roughly 520
- In this run, the synthesized area fraction spent on xor and xnor cells is recorded as 0.
- Counting every instance in the synthesized netlist gives 938.
- Simple-gate share of the synthesized area :: 0.03394
- Synthesized-area fraction occupied by ao, oa, aoi and oai cells :: 0.02076
- The main area contributors are edfxtp_1 76%, mux4_2 14%, nor2_1 1.5%, mux2i_1 1.1%, mux2_2 0.73%.
- According to the Yosys statistics, the synthesized design has a chip area of 20130 um^2.
- Number of cell instances after yosys synthesis :: between 900 and 1000
- The synthesis report lists the Yosys warning total as 2.

** Finish
- Most common library cell in the layout ignoring fill and taps :: edfxtp_1
- The registers reported with the highest flop counts are ram: 512 flops.
- Core Util, Final :: 0.3471
- Number of fillers in the final layout :: 6022
- Leading cell types in the layout, fill and taps excluded :: 512 x edfxtp_1, 126 x mux4_2, 83 x nor2_1
- Share of cells above drive strength 1 :: 0.2500
- The register with the most flip-flops in the layout has 512 of them.
- Per the run report, area growth between synthesis and finish was 13.98%.
- With fillers left out, the area of the finished cells amounts to 22940 um^2.
- ram holds more flip-flops than any other register.

** Floorplanning
- # rows :: approximately 94
- The floorplan step records an initial core utilization of 0.3045.
- The die is 261.0 um tall.
- Overall chip area :: 68130 um^2
- The die is 261.0 um wide.
- 24 I/O pins were placed.
- Core box area :: 66100 um^2

** Pwr
- VDD IR-drop max :: 0.0001054 V
- Static power due to leakage :: about 7.0 nW
- PD cells :: 190.7 nW/um^2

** Job
- Number of max-capacitance violations reported :: 0
- The number of warnings reported in the stage logs is 25.

** Placement
- After detailed placement, the total cell area comes to ~21000 um^2.
- Hpwl dp :: 25.45 mm
- Number of input and output port buffers inserted :: 23
- RD Place Congestion :: ~0.84

** Worst hold path
- The worst hold path begins at data[2].
- For hold timing, the worst endpoint is ram[14][2].
- Worst Hold Class :: primary input to register
- In the hold timing report, the worst path depth is 1.

** Outcome
- Status :: completed
==> per-layer routing <==
metal,global-route usage,vias to the layer above,part of all wire
li1,-,4053,-
met1,0.1686,4768,0.36
met2,0.2131,491,0.48
met3,0.08859,66,0.14
met4,0.02536,8,0.022
met5,0.001389,-,0.0012
==> per-stage QoR <==
step	cells	total power (W)	worst slack [ps]	hold WS, ps
after floorplan	938	0.002578	6159	2028
after global placement	1819	0.002668	4492	2526
after detailed placement	1819	0.002672	4501	2538
after CTS	1900	0.004422	3893	1943
after global routing	1900	0.004510	3806	1975
final	1903	0.004374	4033	1950
==> worst max-delay path by stage <==
stage,start,end,slack [ps],depth (start not counted)
after CTS,register,q[6],3890,7
final,register,q[6],4030,7
after global routing,register,q[6],3810,7
==> power by group <==
group          switching (W)  total [W]  internal (W)
logic               0.000120   0.000206     0.0000855
clock network       0.000737    0.00175       0.00102
registers          0.0000142    0.00242       0.00240
total               0.000872    0.00437       0.00350
==> cells in the mapped netlist (all sizes together) <==
| library cell | instances |
|---|---|
| nand4 | 2 |
| o221a | 2 |
| buf | 34 |
| nor3 | 7 |
| o41ai | 2 |
| nand3b | 3 |
| a211oi | 4 |
| a2111oi | 2 |
| o311ai | 1 |
| mux4 | 126 |
| a21oi | 3 |
| mux2 | 13 |
| a31oi | 1 |
| o2bb2ai | 3 |
| clkbuf | 17 |
| o32ai | 2 |
| dfxtp | 6 |
| o21a | 2 |
| o221ai | 8 |
| and2 | 1 |
| nand3 | 13 |
| a221oi | 6 |
| nand2b | 7 |
| o21ai | 4 |
| o2111ai | 3 |
| nor2 | 83 |
| mux2i | 23 |
| nor4 | 2 |
| or3 | 1 |
| edfxtp | 512 |
| a22oi | 3 |
| o22ai | 8 |
| nor2b | 14 |
| nand2 | 19 |
| nand4b | 1 |
==> logic make-up after synthesis <==
family,Yosys count
flops,518
mux,162
buf+inv,51
compound gates,54
simple gates,153
==> layout make-up <==
type / count / area [um^2] / area share
multi-input cells: 369 / 4315 / 0.1881
clock inverters: 25 / 236.5 / 0.01031
clock buffers: 56 / 1252 / 0.05459
flip-flops and latches: 518 / 15510 / 0.6760
repair buffers: 68 / 540.5 / 0.02356
well taps: 864 / 1081 / 0.04712
diodes: 3 / 7.507 / 0.0003272
Power is estimated from default activity; no workload was simulated.
