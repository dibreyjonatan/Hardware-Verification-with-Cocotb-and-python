--- flow/design.v ---
module shift_1x64(
    clk,
    sr_in,
    sr_out,shift
);
input clk,shift ;
input sr_in ;
output sr_out ;
reg[63:0] sr ;
always @(posedge clk)
 begin
    if(shift==1'b1)
    begin
        sr[63:1]<=sr[62:0];
        sr[0]<=sr_in ;
    end
 end
 assign sr_out=sr[63];
endmodule 
--- flow/run.sh ---
#!/bin/bash
# OpenROAD 26Q1-2900-gdf79404cd8, Yosys 0.63+post, stock flow scripts
make -C /OpenROAD-flow-scripts/flow DESIGN_CONFIG=/design/flow/config.mk WORK_HOME=/design/flow/orfs finish
--- flow/config.mk ---
export PLATFORM = sky130hd
export DESIGN_NAME = shift_1x64
export DESIGN_NICKNAME = shift_1x64
export VERILOG_FILES = /design/flow/design.v
export SDC_FILE = /design/flow/constraint.sdc
export NUM_CORES = 4
export LEC_CHECK = 1
export CORE_UTILIZATION = 40
--- flow/constraint.sdc ---
current_design shift_1x64

set clk_period 1.0
set clk_io_pct 0.2

create_clock -name clk0 -period $clk_period [get_ports {clk}]

set non_clock_inputs [all_inputs -no_clocks]
set_input_delay [expr $clk_period * $clk_io_pct] -clock clk0 $non_clock_inputs
set_output_delay [expr $clk_period * $clk_io_pct] -clock clk0 [all_outputs]
==> flow_summary.yaml <==
# physical design summary
setup_path:
  crit_path_max_incr_delay_ns: 0.35
  reg2reg_slack_ns: 0.34
  critPathMaxFanout: 1
  cp_slowest_cell: "edfxtp_1"
  required_ns: 0.80
  setup.worst_path.class: "flop to output port"
  crit_chain: "buf_2"
  critical_path.endpoint_type: "output port"
  worstSetupStartpointType: "flop"
  critical_path_buf_inv_count: 1
  cp.arrival_ns: 0.78
  path_delay_family: "flip-flops"
final_layout:
  lay_top_count: "edfxtp_1"
  utilization: 0.5022
  layout-drive-gt1-share: 0.1905
  reg_top3: "sr (64)"
  comb.multi_input.count: 0
  instances_no_fill: 136
  largest_reg_flops: 64
  flop_area_mm2: 0.001922
  finish.instance_area_mm2: 0.002247
  nFillCells: 343
  area_delta_synth_final_pct: 16.93
  regMostFlops: "sr"
  mi_logic_area_um2: 0
  final_cell_mix: "edfxtp_1 (64), clkbuf_8 (9)"
sta:
  slew_headroom: 0.8704
  hold_viol: 0
  setup_viol: 0
  fin_tns_setup_ns: 0
  layout_min_cycle_time_ns: 0.9840
  skew_ns: 0.005413
  worstMarginPinSlew_ns: 0.1945
  max_freq_mhz: 1016
  setup_slack_ns: 0.01598
  rsz0062_at_grt: "yes"
  finalCritPeriodShare: 0.9840
  slew_violations: 0
  hold-worst-slack_ns: 0.3432
place:
  numPortBuffers: 3
  dpl_cell_area_mm2: 0.002052
  pre_cts_ws_ns: 0.05086
  post-place-cells: 121
  routabilityCongestion: 0.6708
  hpwl_um: 798.8
clock_network:
  postCtsSetupBuffers: 0
  htreeDepth: 3
  clkLatencyLatePin_ns: 0.32
  tritoncts: "done"
  clock_path_buffers: 2
  cts_sinks: 64
  cts_buffers: 9
  cts.root.buffer_cell: "clkbuf_8"
  clk_pin_slew_ns: 0.06
run_status:
  status: "complete, no violations"
power_and_ir_drop:
  leakagePower_nw: 0.7581
  total_power_mw: 5.462
  irDropWorstVdd_mv: 1.038
  pwr_density_cell_mw_per_mm2: 2431
grt:
  grt_pass1_wl_mm: 3.305
  track_usage: 0.09948
  grt_pass1_vias: 668
  grt_antenna_before_repair: 0
  grt_max_degree: 39
  grt_overflow: 0
logic_synthesis:
  xor_area_frac: 0
  ys_sh_simple: 0
  syn-cell-area_mm2: 0.001922
  ys_sh_aoi: 0
  syn_avg_cell_area_um2: 30.03
  ys_types: 1
  yosys-stat-area_mm2: 0.001922
  yosys_warnings: 1
  yosysCellCount: 64
  yosysSeqAreaShare: 1.000
  syn_inst: 64
  ys_seq_elements: 64
  synth.cellmix.adderShare: 0
  mux_share: 0
detailed_routing:
  drtIter0Drc: 34
  ant_nets: 0
  drc: 0
  n_antenna_cell: 0
  vias_per_cell: 4.691
  num_vias: 638
  routed_wl_mm: 1.923
  dr.pass1.iters: 4
  wl_per_cell_um: 14.14
die:
  fp-utilization: 0.4295
  coreArea_mm2: 0.004474
  die_x_um: 71.32
  row_count: 24
  chip_area_mm2: 0.005086
  ioPinCount: 4
  dieHeight_um: 71.32
job:
  tool_warnings: 27
  drv_cap: 0
hold_path:
  hold_class: "primary input to flop"
==> cell type report <==
cell class / count / area share
clock inverters: 5 / 0.03229
flip-flops and latches: 64 / 0.8552
repair buffers: 5 / 0.02673
well taps: 52 / 0.02895
clock buffers: 10 / 0.05679
==> cell usage after synthesis <==
cell	count	share of area
edfxtp_1	64	1.0
==> worst paths after layout <==
| kind | cells past startpoint | startpoint | endpoint |
|---|---|---|---|
| setup reg to reg | 0 | sr[33]$_DFFE_PP_ | sr[34]$_DFFE_PP_ |
| setup / recovery | 1 | sr[63]$_DFFE_PP_ | sr_out |
| hold reg to reg | 0 | sr[60]$_DFFE_PP_ | sr[61]$_DFFE_PP_ |
| hold / removal | 2 | shift | sr[0]$_DFFE_PP_ |
==> logic make-up (layout without fill, tap and decap cells) <==
| logic type | Yosys count | in the layout |
|---|---|---|
| flip-flops | 64 | 64 |
| buffers and inverters | 0 | 20 |
==> routing by layer <==
layer | share of wire | vias up | track usage
met5 | 0 | - | 0
met1 | 0.51 | 319 | 0.1824
met2 | 0.35 | 23 | 0.1016
met3 | 0.12 | 3 | 0.08131
li1 | - | 293 | -
met4 | 0.011 | 0 | 0.02000
==> power breakdown <==
part | internal, mW | switching [mW] | leakage [nW] | total [mW]
clock network | 1.37 | 0.863 | 0.101 | 2.23
registers | 3.12 | 0.0373 | 0.626 | 3.16
logic | 0.0221 | 0.0489 | 0.0306 | 0.0709
total | 4.51 | 0.949 | 0.758 | 5.46
==> timing repair <==
item,4_1_cts,5_1_grt
hold buffers,0,0
resized,3,0
endpoints found under the setup margin,1,1
endpoints found under the hold margin,0,0
Power is estimated from default activity; no workload was simulated.
